**/design/flow/run.sh**
```bash
#!/bin/bash
# OpenROAD 26Q1-2900-gdf79404cd8, Yosys 0.63+post, stock flow scripts
make -C /OpenROAD-flow-scripts/flow DESIGN_CONFIG=/design/flow/config.mk WORK_HOME=/design/flow/orfs finish
```
**/design/flow/config.mk**
```make
export PLATFORM = sky130hd
export DESIGN_NAME = BurstRAM
export DESIGN_NICKNAME = BurstRAM
export VERILOG_FILES = /design/flow/design.v
export SDC_FILE = /design/flow/constraint.sdc
export NUM_CORES = 4
export LEC_CHECK = 1
export CORE_UTILIZATION = 30
```
**/design/flow/constraint.sdc**
```tcl
current_design BurstRAM

set clk_period 10.6
set clk_io_pct 0.2

create_clock -name clk0 -period $clk_period [get_ports {clk}]

set non_clock_inputs [all_inputs -no_clocks]
set_input_delay [expr $clk_period * $clk_io_pct] -clock clk0 $non_clock_inputs
set_output_delay [expr $clk_period * $clk_io_pct] -clock clk0 [all_outputs]
```
**/design/flow/design.v**
```verilog
parameter Memory_Clock = 75;
parameter PSRAM_WIDTH = 8;
parameter DQ_WIDTH = 16;
parameter ADDR_WIDTH = 21;
parameter Burst_Length  = "16_Bytes";
parameter burst_num = 4;
parameter Fixed_Latency_Enable = "Fixed";
parameter Initial_Latency = 6;
parameter Drive_Strength = 50;
parameter Deep_Power_Down = "OFF";
parameter Hybrid_Sleep_Mode = "OFF";
parameter Refresh_Rate = "normal";
parameter PASR = "full";
parameter shift_delay = 0;
`timescale 100ps / 100ps
`default_nettype none
module BurstRAM #(
    parameter DATA_FILE = "",   
    parameter DEPTH_BITWIDTH = 4,   
    parameter DATA_BITWIDTH = 64,   
    parameter BURST_COUNT = 4,   
    parameter CYCLES_BEFORE_INITIATED = 10,   
    parameter CYCLES_BEFORE_DATA_VALID = 6   
) (
    input wire clk,
    input wire rst_n,
    input wire cmd,   
    input wire cmd_en,   
    input wire [DEPTH_BITWIDTH-1:0] addr,   
    input wire [DATA_BITWIDTH-1:0] wr_data,   
    input wire [DATA_BITWIDTH/8-1:0] data_mask,   
    output reg [DATA_BITWIDTH-1:0] rd_data,   
    output reg rd_data_valid,   
    output reg init_calib,
    output reg busy
);
  localparam DEPTH = 2 ** DEPTH_BITWIDTH;
  localparam CMD_READ = 0;
  localparam CMD_WRITE = 1;
  reg [$clog2(CYCLES_BEFORE_INITIATED):0] init_calib_delay_counter;
  reg [DATA_BITWIDTH-1:0] data[DEPTH-1:0];
  reg [$clog2(BURST_COUNT)-1:0] burst_counter;
  reg [$clog2(CYCLES_BEFORE_DATA_VALID):0] read_delay_counter;
  reg [DEPTH-1:0] addr_counter;
  localparam STATE_INITIATE = 5'b00001;
  localparam STATE_IDLE = 5'b00010;
  localparam STATE_READ_DELAY = 5'b00100;
  localparam STATE_READ_BURST = 5'b01000;
  localparam STATE_WRITE_BURST = 5'b10000;
  reg [4:0] state;
  initial begin
    if (DATA_FILE != "") begin
      $readmemh(DATA_FILE, data);
    end
  end
  always @(posedge clk, negedge rst_n) begin
    if (!rst_n) begin
      rd_data_valid <= 0;
      rd_data <= 0;
      busy <= 1;
      init_calib <= 0;
      init_calib_delay_counter <= 0;
      state <= STATE_INITIATE;
    end else begin
      case (state)
        STATE_INITIATE: begin
          if (init_calib_delay_counter == CYCLES_BEFORE_INITIATED) begin
            busy <= 0;
            init_calib <= 1;
            state <= STATE_IDLE;
          end
          init_calib_delay_counter <= init_calib_delay_counter + 1;
        end
        STATE_IDLE: begin
          if (cmd_en) begin
            busy <= 1;
            burst_counter <= 0;
            case (cmd)
              CMD_READ: begin
                read_delay_counter <= 0;
                addr_counter <= addr;
                state <= STATE_READ_DELAY;
              end
              CMD_WRITE: begin
                data[addr] <= wr_data;
                addr_counter <= addr + 1;
                state <= STATE_WRITE_BURST;
              end
            endcase
          end
        end
        STATE_READ_DELAY: begin
          if (read_delay_counter == CYCLES_BEFORE_DATA_VALID - 1) begin
            rd_data_valid <= 1;
            rd_data <= data[addr_counter];
            addr_counter <= addr_counter + 1;
            state <= STATE_READ_BURST;
          end
          read_delay_counter <= read_delay_counter + 1;
        end
        STATE_READ_BURST: begin
          burst_counter <= burst_counter + 1;
          addr_counter  <= addr_counter + 1;
          if (burst_counter == BURST_COUNT - 1) begin
            rd_data_valid <= 0;
            set_new_state_after_command_done;
          end else begin
            rd_data <= data[addr_counter];
          end
        end
        STATE_WRITE_BURST: begin
          burst_counter <= burst_counter + 1;
          addr_counter  <= addr_counter + 1;
          if (burst_counter == BURST_COUNT - 1) begin
            set_new_state_after_command_done;
          end else begin
            data[addr_counter] <= wr_data;
          end
        end
        default: ;
      endcase
    end
  end
  task set_new_state_after_command_done;
    begin
      busy  <= 0;
      state <= STATE_IDLE;
      if (cmd_en) begin
        busy <= 1;
        burst_counter <= 0;
        case (cmd)
          CMD_READ: begin
            read_delay_counter <= 0;
            addr_counter <= addr;
            state <= STATE_READ_DELAY;
          end
          CMD_WRITE: begin
            data[addr] <= wr_data;
            addr_counter <= addr + 1;
            state <= STATE_WRITE_BURST;
          end
        endcase
      end
    end
  endtask
endmodule
`default_nettype wire
```
==> impl_metrics.yaml <==
# synthesis and place-and-route metrics
floorplanning:
  io_pins: 147
  die_w_um: 429
  die_h_um: 429
  initCoreUtil_pct: 30.2
  dieArea_um2: 184000
  core-area_um2: 181000
  num_rows: 156
synth:
  syn_avg_cell_area_um2: 14.3
  edf_count: 1034
  netlist_area_um2: 54600
  ys_chip_area_um2: 54600
  yosysWarningCount: 2
  ys_sh_xor_pct: 0.176
  yosys.stat.seqShare_pct: 60.4
  ff_type: "edfxtp_1"
  mux_area_share_pct: 22.7
  ys_cells: 3823
  topCombFamilyByArea: "multiplexers"
  synthAdderAreaFrac_pct: 0.298
  synthArstFlopShare_pct: 6.93
  yosysTopAreaCellShare_pct: 56.8
  synthCells: 3823
  simple_gate_area_share_pct: 4.11
  ys_sh_aoi_pct: 9.43
  topCellsByArea: "edfxtp_1, mux2_2, dfrtp_1"
  yosysTopAreaCell: "edfxtp_1"
  yosysUniqueCellTypes: 55
  ys_ff: 1111
sta:
  clock_skew_ps: 35.5
  hold_violations: 0
  setup_tns_ps: 0
  slew_viol_final: 0
  fin_crit_ps: 5220
  rsz0062_at_grt: "false"
  slew_headroom_pct: 36.2
  fmax_mhz: 192
  fin_crit_sh_pct: 49.2
  worstMarginPinSlew_ps: 948
  setup_viol: 0
  worst_slack_ps: 5380
global_route:
  grt_max_degree: 65
  antenna_found_initial: 12
  use_met3_pct: 9.78
  busiest_layer: "met2"
  grt_pass1_vias: 36300
  grt_first_pass_wirelength_mm: 253
  grt_usage_pct: 19.8
  grtUsageMet2_pct: 31.0
  met1_usage_pct: 24.4
  grt.overflow.total: 0
cells_and_area:
  lay_top_count: "edfxtp_1"
  fin_util_pct: 34.6
  ff_latch_area_um2: 33000
  logic_area_um2: 20400
  final_cell_mix: "edfxtp_1, mux2_2, nand2_1, o21ai_0, clkdlybuf4s50_1"
  area_delta_synth_final_pct: 14.6
  fill_cells: 17200
  layout.cells.non_filler: 6314
  layout-drive-gt1-share_pct: 32.6
routing:
  ant_nets: 0
  drt_first_iter_violations: 2388
  drc: 0
  routed_wl_mm: 174
  via_per_inst: 5.57
  dr.pass1.iters: 8
  vias: 35200
  wire_per_inst_um: 27.6
flow_run:
  tool_warnings: 42
  drv_cap: 0
cts:
  cts_made_buffers: 117
  cts_tree: "yes"
  post-cts-setup-buffers: 0
  clk_pin_slew_ps: 60
  root_buffer: "clkbuf_16"
  postCtsHoldBufs: 0
  cts_buffer_depth: 3
  numClockSinks: 1111
  clock_latency_ps: 760
  htree_levels: 3
  ctsResizeCount: 0
power_and_ir_drop:
  p_leak_nw: 20.0
  p_total_mw: 20.3
  vdd_drop_max_v: 0.000266
  powerDensity_nw_per_um2: 325
run_status:
  status: "finished, final reports clean"
placed_design:
  place_ws_ps: 4670
  dpl.hpwl_mm: 98.4
  gp_congestion: 0.835
  port_buffers: 138
  dp.cells: 6086
setup_path:
  crit_arrival_ps: 5710
  start_kind: "input port"
  critPathMaxFanout: 27
  path_class: "input port to register"
  required_ps: 11090
  cp-end-kind: "register"
worst_hold_path:
  hp-class: "register to register"
==> state kept, by name, summed over array words and instances, names as in the netlist <==
register,cells
rd_data,64
burst_counter,2
read_delay_counter,4
busy,1
rd_data_valid,1
addr_counter,4
init_calib,1
init_calib_delay_counter,5
data,1024
state,5
==> critical path: stages <==
cell and delay (ps):
clkdlybuf4s50_1 580, inv_1 100, ha_1 200, nand3_1 300, nor3_1 140, nor2_4 640
buf_4 590, buf_4 580, mux2_1 380
==> report_power, final <==
group	total [mW]	internal (mW)	switching (mW)	leakage, nW
logic	8.36	3.27	5.09	7.78
clock network	4.15	2.38	1.77	1.90
registers	7.82	7.15	0.673	10.4
==> path summary, 6_finish.rpt <==
check	end	slack (ps)	from	cells past startpoint
min reg2reg	init_calib	480	init_calib	1
max in group asynchronous	rd_data[26]	8290	rst_n	2
min	init_calib	480	init_calib	1
min in group asynchronous	rd_data[50]	1310	rst_n	1
max reg2reg	rd_data[19]	6720	addr_counter[0]	8
max	data[2][56]	5380	addr[0]	9
==> area by class of cell <==
type                       instances  area share [%]
sequential                      1111            52.7
multi-input combinational       2337            32.6
clock buffer                     169            5.33
tap                             2370            4.74
timing repair buffer             255            3.69
clock inverter                    54           0.839
inverter                          13          0.0780
antenna                            5          0.0200
==> cell usage after synthesis (30+ instances only) <==
| cell type | number |
|---|---|
| a21oi_1 | 91 |
| a221oi_1 | 37 |
| a222oi_1 | 68 |
| a22oi_1 | 129 |
| a2bb2oi_2 | 31 |
| a31oi_1 | 30 |
| buf_2 | 130 |
| clkbuf_1 | 206 |
| dfrtp_1 | 75 |
| edfxtp_1 | 1034 |
| mux2_1 | 117 |
| mux2_2 | 906 |
| mux2i_1 | 87 |
| nand2_1 | 234 |
| nand3_1 | 97 |
| nor2_1 | 76 |
| o211ai_1 | 34 |
| o21ai_0 | 162 |
| o22ai_1 | 33 |
| o32a_1 | 34 |
| or3_1 | 31 |
==> logic make-up after synthesis <==
logic type	Yosys count
buf+inv	375
fa+ha+maj	13
simple gates	501
mux	1110
flops	1111
compound gates	702
xor+xnor	11
==> metal layers <==
layer  wire length (µm)  share of wire (%)
met3              20600                 12
met4               6290                3.6
met1              63700                 37
met2              83800                 48
met5                 25              0.014
==> metrics by stage <==
stage	hold WS, ps	area (µm²)
floorplan	408	54600
global placement	456	58700
detailed placement	468	58700
CTS	481	62600
global route	492	62600
finish	481	62600
Power and IR drop assume default switching activity.
