[flow/config.mk]
export PLATFORM = sky130hd
export DESIGN_NAME = UartTx
export DESIGN_NICKNAME = UartTx
export VERILOG_FILES = /design/flow/design.v
export SDC_FILE = /design/flow/constraint.sdc
export NUM_CORES = 4
export LEC_CHECK = 1
export CORE_AREA = 10 10 95 95
export DIE_AREA = 0 0 105 105
[flow/run.sh]
#!/bin/bash
# OpenROAD 26Q1-2900-gdf79404cd8, Yosys 0.63+post, stock flow scripts
make -C /OpenROAD-flow-scripts/flow DESIGN_CONFIG=/design/flow/config.mk WORK_HOME=/design/flow/orfs finish
[flow/constraint.sdc]
current_design UartTx

set clk_period 4.1
set clk_io_pct 0.2

create_clock -name clk0 -period $clk_period [get_ports {clk}]

set non_clock_inputs [all_inputs -no_clocks]
set_input_delay [expr $clk_period * $clk_io_pct] -clock clk0 $non_clock_inputs
set_output_delay [expr $clk_period * $clk_io_pct] -clock clk0 [all_outputs]
[flow/design.v]
parameter Memory_Clock = 75;
parameter PSRAM_WIDTH = 8;
parameter DQ_WIDTH = 16;
parameter ADDR_WIDTH = 21;
parameter Burst_Length  = "16_Bytes";
parameter burst_num = 4;
parameter Fixed_Latency_Enable = "Fixed";
parameter Initial_Latency = 6;
parameter Drive_Strength = 50;
parameter Deep_Power_Down = "OFF";
parameter Hybrid_Sleep_Mode = "OFF";
parameter Refresh_Rate = "normal";
parameter PASR = "full";
parameter shift_delay = 0;
`timescale 100ps / 100ps
`default_nettype none
module UartTx #(
    parameter CLK_FREQ  = 66_000_000,
    parameter BAUD_RATE = 9600
) (
    input wire rst_n,
    input wire clk,
    input wire [7:0] data,   
    input  wire go,
    output reg  tx,   
    output reg  bsy   
);
  localparam BIT_TIME = CLK_FREQ / BAUD_RATE;
  localparam STATE_IDLE = 0;
  localparam STATE_START_BIT = 1;
  localparam STATE_DATA_BITS = 2;
  localparam STATE_STOP_BIT = 3;
  localparam STATE_WAIT_GO_LOW = 4;
  reg [$clog2(5)-1:0] state;
  reg [$clog2(9)-1:0] bit_count;
  reg [(BIT_TIME == 1 ? 1 : $clog2(BIT_TIME))-1:0] bit_time_counter;
  always_ff @(negedge clk, negedge rst_n) begin
    if (!rst_n) begin
      state <= STATE_IDLE;
      bit_count <= 0;
      bit_time_counter <= 0;
      tx <= 1;
      bsy <= 0;
    end else begin
      case (state)
        STATE_IDLE: begin
          if (go) begin
            bsy <= 1;
            bit_time_counter <= BIT_TIME - 1;  
            tx <= 0;   
            state <= STATE_START_BIT;
          end
        end
        STATE_START_BIT: begin
          if (bit_time_counter == 0) begin
            bit_time_counter <= BIT_TIME - 1;  
            tx <= data[0];   
            bit_count <= 1;   
            state <= STATE_DATA_BITS;
          end else begin
            bit_time_counter <= bit_time_counter - 1;
          end
        end
        STATE_DATA_BITS: begin
          if (bit_time_counter == 0) begin
            tx <= data[bit_count];
            bit_time_counter <= BIT_TIME - 1;  
            bit_count <= bit_count + 1;
            if (bit_count == 8) begin
              bit_count <= 0;
              tx <= 1;   
              state <= STATE_STOP_BIT;
            end
          end else begin
            bit_time_counter <= bit_time_counter - 1;
          end
        end
        STATE_STOP_BIT: begin
          if (bit_time_counter == 0) begin
            bsy   <= 0;
            state <= STATE_WAIT_GO_LOW;
          end else begin
            bit_time_counter <= bit_time_counter - 1;
          end
        end
        STATE_WAIT_GO_LOW: begin
          if (!go) begin   
            state <= STATE_IDLE;
          end
        end
      endcase
    end
  end
endmodule
`default_nettype wire
==> out/summary.txt <==
CP Max Fanout - 1
Cells after Synth - 145
Num rows - 30
TritonCTS Buffers - 3
WL final - 3250 um
WHS Path Cells - 1
Initial DRC count - 54
Synth cell types - 48
Worst Hold Slack - 0.430 ns
Post-Synthesis Cell Area - 1470 sq um
R2R depth - 6
Critical Path End Type - register
Ys Warns - 1
Seq/Total Area, Yosys - 0.409
RSZ-0062 raised after global routing - false
# H-tree levels - 1
Status - completed
Synth area leader - dfrtn_1
Initial antenna violation count - 0
Crit path launch type - input port
Relative slew slack - 0.550
Fin area - 1820 sq um
Worst-skew pair later-pin latency - 0.33 ns
First-pass GRT wire length - 5670 um
Synthesized chip area reported by yosys - 1470 sq um
Clock share of power - 0.283
Routed vias/inst - 4.61
Dpl hpwl - 2400 um
Mean Syn Cell Area - 10.2 sq um
Combinational Power Share - 0.181
Routed length per placed instance - 12.5 um
CTS tree - yes
Vias in the first global route - 1192
Sequential Power Share - 0.536
Max Transition Viols Final - 0
GRT Overall Usage - 0.0587
Flops & latches, synth - 24
Switching power - 0.151 mW
I/O Pins - 13
Layout area overhead - 23.3%
Type of the worst setup path - in -> reg
P_int - 0.378 mW
Clock-pin slew on the worst setup and hold paths - 0.06 ns
Via count - 1199
Final setup fails - 0
Filler cell count - 757
Final Total Pwr - 0.529 mW
Input/output buffers - 12
Reg2reg setup slack - 1.91 ns
CORE AREA - 6910 sq um
Die area - 11000 sq um
Slew @ Worst Pin - 0.675 ns
Die width - 105 um
Ranking of synthesized cells by area - dfrtn_1, o31ai_1, or4_1
Power Density - 291 nW/um^2
Fraction of layout cells with a size suffix above 1 - 0.159
ANT cells - 0
Clock Sinks - 24
GRT Residual Overflow - 0
Floorplan utilization - 0.213
Logic area - 821 sq um
Residual DRC count - 0
Ys cells - 145
Switching part of the total - 0.286
Required @ worst endpoint - 2.30 ns
First-pass iteration count of the detailed router - 4
Max Cap Violations - 0
Largest net degree at the start of global routing - 25
Final Worst Setup Slack - 0.148 ns
RePlAce Congestion - 0.819
Top cells by count - dfrtn_1, nand3_1, o31ai_1
Bufs on Longest Clock Path - 2
Tool Warnings - 29
Post-synth ARST share - 1.00
Area leader share - 0.374
Root buffer cell - clkbuf_8
Register area - 603 sq um
Height of the die - 105 um
Final hold vios - 0
EDFF count, synth - 0
Peak supply drop - 222 uV
Main synth FF type - dfrtn_1
Max Clock Skew - 0.0532 ns
Leakage Power - 0.650 nW
Dpl cell area - 1740 sq um
DP Worst Slack - -0.362 ns
Tightest Hold Check Type - reg -> reg
Post-route ant nets - 0
Fin Setup TNS - 0 ns
Synth top cell by count - dfrtn_1
WP data arrival - 2.15 ns
## critical path, cell delays in order
cell and delay [ns]:
clkdlybuf4s50_1 0.39, mux4_2 0.47, nand3_1 0.10, o311ai_1 0.10
mux2_2 0.27
## cell usage in the layout (no fill, tap or decap), drive strengths merged, types with 3 or more instances in the layout
cell,count
dfrtn,22
or4,8
a21oi,7
mux2i,4
nor3,3
ha,4
a22o,3
nor4,4
buf,8
nand4,4
nor2,8
nand3,11
inv,8
or3,4
o31ai,9
o21ai,6
clkdlybuf4s50,9
clkbuf,3
nand2,6
## power groups by stage
stage	sequential [mW]	combinational, mW	clock [mW]
after CTS	0.284	0.0974	0.156
after global routing	0.288	0.110	0.171
final	0.284	0.0956	0.150
## logic make-up after synthesis
logic type | count (synthesis) | share of synthesized area
buffers and inverters | 13 | 0.0424
DFF | 24 | 0.409
and+or+nand+nor | 60 | 0.267
AOI/OAI and AO/OA | 38 | 0.197
adders and majority gates | 4 | 0.0340
muxes | 6 | 0.0501
## sequential cells by signal, indices dropped and copies added (netlist names)
signal            count
bit_count             4
state                 5
bit_time_counter     13
bsy                   1
tx                    1
## path summary, 6_finish.rpt
| path | from | end |
|---|---|---|
| hold / removal | state[1] | state[1] |
| max in group asynchronous | rst_n | tx |
| setup reg to reg | bit_time_counter[1] | bit_time_counter[7] |
| hold reg to reg | state[1] | state[1] |
| setup / recovery | data[7] | tx |
| min in group asynchronous | rst_n | bit_count[3] |
## routing by layer
metal	routed length [um]	part of all wire	track usage
met5	0	0	0
met4	66	0.020	0.0118
met3	94	0.029	0.00248
met2	1510	0.46	0.0921
met1	1580	0.49	0.0878
## stage by stage
step / cells / util
global placement: 254 / 0.252
floorplan: 145 / -
finish: 260 / 0.263
CTS: 259 / 0.261
global route: 260 / 0.263
detailed placement: 254 / 0.252
## cell type report
class                           count  area share
Clock buffer                        3      0.0227
Sequential cell                    24       0.332
Tap cell                           96      0.0661
Timing Repair Buffer               20       0.108
Clock inverter                      3     0.00689
Multi-Input combinational cell    108       0.452
Inverter                            6      0.0124
## repair_timing
| item | CTS | global route |
|---|---|---|
| setup endpoints to repair | 4 | 8 |
| pin swaps | 0 | 1 |
| buffers inserted | 0 | 1 |
| resized | 3 | 3 |
| hold buffers | 0 | 0 |
No activity file was given, so power comes from the tool's default toggle rates.
