$ cat ./config.mk
export PLATFORM = sky130hd
export DESIGN_NAME = UartRx
export DESIGN_NICKNAME = UartRx
export VERILOG_FILES = /design/flow/design.v
export SDC_FILE = /design/flow/constraint.sdc
export NUM_CORES = 4
export LEC_CHECK = 1
export CORE_AREA = 10 10 109 109
export DIE_AREA = 0 0 119 119
$ cat ./constraint.sdc
current_design UartRx

set clk_period 4.2
set clk_io_pct 0.2

create_clock -name clk0 -period $clk_period [get_ports {clk}]

set non_clock_inputs [all_inputs -no_clocks]
set_input_delay [expr $clk_period * $clk_io_pct] -clock clk0 $non_clock_inputs
set_output_delay [expr $clk_period * $clk_io_pct] -clock clk0 [all_outputs]
$ cat ./design.v
parameter Memory_Clock = 75;
parameter PSRAM_WIDTH = 8;
parameter DQ_WIDTH = 16;
parameter ADDR_WIDTH = 21;
parameter Burst_Length  = "16_Bytes";
parameter burst_num = 4;
parameter Fixed_Latency_Enable = "Fixed";
parameter Initial_Latency = 6;
parameter Drive_Strength = 50;
parameter Deep_Power_Down = "OFF";
parameter Hybrid_Sleep_Mode = "OFF";
parameter Refresh_Rate = "normal";
parameter PASR = "full";
parameter shift_delay = 0;
`timescale 100ps / 100ps
`default_nettype none
module UartRx #(
    parameter CLK_FREQ  = 66_000_000,
    parameter BAUD_RATE = 9600
) (
    input wire rst_n,
    input wire clk,
    input wire rx,
    input wire go,
    output reg [7:0] data,
    output reg dr   
);
  localparam BIT_TIME = CLK_FREQ / BAUD_RATE;
  localparam STATE_IDLE = 0;
  localparam STATE_START_BIT = 1;
  localparam STATE_DATA_BITS = 2;
  localparam STATE_STOP_BIT = 3;
  localparam STATE_WAIT_GO_LOW = 4;
  reg [$clog2(5)-1:0] state;
  reg [$clog2(9)-1:0] bit_count;
  reg [(BIT_TIME == 1 ? 1 : $clog2(BIT_TIME))-1:0] bit_counter;
  always_ff @(posedge clk, negedge rst_n) begin
    if (!rst_n) begin
      state <= STATE_IDLE;
      data <= 0;
      bit_count <= 0;
      bit_counter <= 0;
      dr <= 0;
    end else begin
      case (state)
        STATE_IDLE: begin
          if (!rx && go) begin   
            bit_count <= 0;
            if (BIT_TIME == 1) begin
              bit_counter <= BIT_TIME - 1;  
              state <= STATE_DATA_BITS;
            end else begin
              bit_counter <= BIT_TIME / 2 - 1;  
              state <= STATE_START_BIT;
            end
          end
        end
        STATE_START_BIT: begin
          if (bit_counter == 0) begin   
            bit_counter <= BIT_TIME - 1;  
            state <= STATE_DATA_BITS;
          end else begin
            bit_counter <= bit_counter - 1;
          end
        end
        STATE_DATA_BITS: begin
          if (bit_counter == 0) begin
            data[bit_count] <= rx;
            bit_counter <= BIT_TIME - 1;  
            bit_count <= bit_count + 1;
            if (bit_count == 7) begin   
              bit_count <= 0;
              state <= STATE_STOP_BIT;
            end
          end else begin
            bit_counter <= bit_counter - 1;
          end
        end
        STATE_STOP_BIT: begin
          if (bit_counter == 0) begin   
            dr <= 1;
            state <= STATE_WAIT_GO_LOW;
          end else begin
            bit_counter <= bit_counter - 1;
          end
        end
        STATE_WAIT_GO_LOW: begin
          if (!go) begin
            data <= 0;
            dr <= 0;
            state <= STATE_IDLE;
          end
        end
      endcase
    end
  end
endmodule
`default_nettype wire
$ cat ./run.sh
#!/bin/bash
# OpenROAD 26Q1-2900-gdf79404cd8, Yosys 0.63+post, stock flow scripts
make -C /OpenROAD-flow-scripts/flow DESIGN_CONFIG=/design/flow/config.mk WORK_HOME=/design/flow/orfs finish
==> reports/qor.txt <==
overall routing resource usage: 7.09%
OpenROAD warning count: 30
RSZ-0062 raised after global routing: no
Cell Type Count: 56
Yosys Chip Area: 2060 sq um
Ys Warns: 1
total of max-cap violations: 0
number of buffers created by CTS: 5
CTS tree: done
Core Area: 9640 sq um
dpl cells: 365
DIE HEIGHT: 119 um
post-detail-place hpwl: 3520 um
CP Data Required Time: 4.36 ns
Syn Area/Cell: 9.03 sq um
crit start category: primary input
DR WL/cell: 13.2 um
Layout Area Growth over Synthesis: 17.1%
first-pass GRT wire length: 8730 um
WS Path Type: primary input to register
Post-Layout Cell Count: 373
setup TNS: 0 ns
DR DRC count: 0
Clock Sink Count: 31
Max-area cell share: 36.5%
Skew-Pair Late Insertion Delay: 0.28 ns
yosys cell count: 228
post-cts resize count: 0
worst hold slack: 0.520 ns
cell area after layout: 2410 sq um
most numerous logic cell after layout: dfrtp_1
clk slew on worst S/H paths: 0.07 ns
reg2reg setup slack: 1.86 ns
n_diodes: 0
peak per-stage delay on the critical path: 0.63 ns
Registers, synthesis: 31
maximum vdd drop: 0.137 mV
Reg2Reg Depth: 4
largest net degree at the start of global routing: 32
synthesized instance count: 228
crit path DAT: 2.81 ns
H-tree levels: 2
die footprint: 14200 sq um
initial antenna violation count: 0
CP Capture Type: register
chip width: 119 um
Async SR Flop Fraction: 100%
Routability Congestion: 0.832
Clock Tree Root: clkbuf_8
Post-synth EDFFs: 0
power density cells: 386 nW/um^2
iteration tally of the first detailed-router pass: 4
most instantiated logic cells after routing: dfrtp_1, inv_1, o21ai_0
crit path time final: 2.65 ns
Vias: 1849
RR Startpoint: bit_counter[7]$_DFFE_PN0P_
port bufs: 12
Setup Fix Bufs, Post-CTS: 0
fillers: 1054
CTS Buffer Depth: 2
Yosys top cell by area: dfrtp_1
Cell area leaders: dfrtp_1, o211ai_1, ha_1
layout cells sized above 1: 8.33%
worst r2r dst: bit_counter[7]$_DFFE_PN0P_
drt initial violations: 150
setup violators final: 0
Rows: 36
Slew Viols, Final: 0
Layout Skew: 0.00651 ns
WP buf/inv: 1
cts hold-fix bufs: 0
Fmax: 378 MHz
outcome: finished clean
global route total overflow: 0
Commonest flop: dfrtp_1
drt total wl: 4920 um
Area after DPL: 2310 sq um
DRT antenna net count: 0
Starting Density: 21.4%
vias in the first global route: 1790
hold path cells: 1
Cell Area, Synth: 2060 sq um
post-layout period usage: 63.1%
Hold Path Class: register to register
Hold Path End: bit_counter[11]$_DFFE_PN0P_
Least-Margin Pin Slew: 0.797 ns
leakage: 0.962 nW
critical-path maximum fanout: 9
CP cell instances: clkdlybuf4s50_1 -> nand2b_1 -> mux2i_1 -> nand2_2 -> a221o_1
num ports: 13
post-DR vias/cell: 4.96
delay-heaviest family, CP: multiplexers
Final Hold Vio Count: 0
post-synthesis sequential area ratio: 37.7%
Critical Path Slowest Stage Cell: mux2i_1
Slew HR: 45.3%
HP Start: bit_counter[11]$_DFFE_PN0P_
[state kept, by name, indices dropped and copies added (netlist names)]
register,cells
data,8
bit_count,4
dr,1
bit_counter,13
state,5
[worst max path at each step]
stage / startpoint / slack, ns / end / depth (start not counted)
6_report: rx / 1.55 / bit_counter[7]$_DFFE_PN0P_ / 5
5_1_grt: rx / 1.47 / bit_counter[7]$_DFFE_PN0P_ / 5
4_1_cts: rx / 1.60 / bit_counter[7]$_DFFE_PN0P_ / 5
[cell families after synthesis]
family / share of synthesized area (%)
buf+inv: 5.65
flops: 37.7
simple gates: 24.4
xor+xnor: 0.851
compound gates: 24.5
mux: 2.55
fa+ha+maj: 4.25
[power by group]
group / switching (mW) / total [mW] / internal, mW
clock network: 0.110 / 0.260 / 0.149
registers: 0.0671 / 0.415 / 0.348
logic: 0.137 / 0.256 / 0.119
total: 0.314 / 0.932 / 0.617
[cell type report]
class                           instances  area [sq um]  share of cell area (%)
Timing Repair Buffer                   14           135                    5.60
Inverter                               18          67.6                    2.80
Sequential cell                        31           777                    32.2
Tap cell                              133           166                    6.90
Clock buffer                            8           100                    4.15
Multi-Input combinational cell        169          1170                    48.3
[layer usage]
layer,up-vias,wire length (um),track usage (%),share of wire [%]
li1,899,-,-,-
met1,892,2390,10.1,49
met2,43,2190,11.1,45
met3,15,249,1.44,5.1
met4,0,81,1.07,1.6
met5,-,0,0,0
[cells in the mapped netlist (4+ instances only)]
cell type / number
clkbuf_1: 6
nand3_1: 10
a22oi_1: 5
o211ai_1: 15
inv_1: 18
a22o_1: 5
o22ai_1: 4
nor4_1: 7
nor2_1: 7
a21oi_1: 4
o21ai_0: 17
dfrtp_1: 30
nor3_1: 9
ha_1: 7
nand2b_1: 5
nand2_1: 13
[metrics by stage]
step / utilization [%] / setup WS, ns / power, mW
4_1_cts: 25.0 / 1.60 / 0.938
3_3_place_gp: 24.0 / 1.35 / 0.673
6_report: 25.0 / 1.55 / 0.932
3_5_place_dp: 24.0 / 1.29 / 0.672
5_1_grt: 25.0 / 1.47 / 0.999
2_1_floorplan: - / 2.14 / 0.597
[worst register-to-register path: cells and delay by family, from the launching register on]
family | cells | cell delay (ns)
AOI/OAI and AO/OA | 1 | 0.36
DFF | 1 | 0.45
and+or+nand+nor | 3 | 1.41
Power is estimated from default activity; no workload was simulated.
